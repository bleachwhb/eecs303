`./config.mk`:
```
export PLATFORM = sky130hd
export DESIGN_NAME = alu_conv
export DESIGN_NICKNAME = alu_conv
export VERILOG_FILES = /design/flow/design.v
export SDC_FILE = /design/flow/constraint.sdc
export NUM_CORES = 4
export LEC_CHECK = 1
export CORE_AREA = 10 10 94 94
export DIE_AREA = 0 0 104 104
```
`./constraint.sdc`:
```
current_design alu_conv

set clk_period 7.8
set clk_io_pct 0.2

create_clock -name clk0 -period $clk_period

set non_clock_inputs [all_inputs -no_clocks]
set_input_delay [expr $clk_period * $clk_io_pct] -clock clk0 $non_clock_inputs
set_output_delay [expr $clk_period * $clk_io_pct] -clock clk0 [all_outputs]
```
`./design.v`:
```
module alu_conv(a0_mux, a1_mux, a_sel, b, sel, ctrl, out);	
	input  wire 	[7:0] a0_mux;
	input  wire 	[7:0] a1_mux;
	input  wire           a_sel;
	input  wire 	[7:0] b;
	input  wire	[2:0] ctrl;
	input  wire 	      sel;
	output wire     [7:0] out;
	wire		[7:0] a;
	wire 		[7:0] out_add;
	wire 		[7:0] out_sub;
	wire 		[7:0] out_lsl;
	wire 		[7:0] out_lsr;
	wire 		[7:0] out_cmp;
	wire 		[7:0] out_xor;
	wire 		[7:0] out_mux;
	wire		[7:0] out_tbd;
	mux2_n muxGroup_input(
			.a 	 (a0_mux),
			.b	 (a1_mux),
			.sel	 (a_sel),
			.out     (a)
			);
	alu_main alu(
			.a  	 (a),
			.b 	 (b),
			.out_add (out_add),
			.out_sub (out_sub),
			.out_lsl (out_lsl),
			.out_lsr (out_lsr),
			.out_cmp (out_cmp),
			.out_xor (out_xor),
			.out_mux (out_mux),
			.out_tbd (out_tbd)
			);
	mux8_n muxGroup_ouput(
			.a	 (out_add),
			.b	 (out_sub),
			.c	 (out_lsl),
			.d	 (out_lsr),
			.e	 (out_cmp),
			.f	 (out_xor),
			.g	 (out_mux),
			.h	 (out_tbd),
			.sel     (ctrl),
			.out     (out)
			);
endmodule 
module add(a, b, out);
	input  [7:0] a;
	input  [7:0] b;
	output [7:0] out;
	assign out = a + b;
endmodule
module sub(a, b, out);
	input  [7:0] a;
	input  [7:0] b;
	output [7:0] out;
	assign out = a - b;
endmodule
module lsl(
    input  [7:0] a,
    input  [7:0] b,
    output [7:0] out
    );
    assign out = a << b;
endmodule
module lsr(
    input  [7:0] a,
    input  [7:0] b,
    output [7:0] out
    );
    assign out = a >> b;
endmodule
module cmp(
	input  wire [7:0] a,	
	input  wire [7:0] b,
	output wire [7:0] out
);
	assign out = (a >= b) ? 0:1;	
endmodule
module xor_n(a, b, out);
	parameter n = 8;
	input  [n-1:0] a;
	input  [n-1:0] b;
	output [n-1:0] out;
	assign out = a ^ b;
endmodule
module mux2_n(a, b, sel, out);
	parameter n = 8;
	input  [n-1:0] a;
	input  [n-1:0] b;
	input          sel;
	output [n-1:0] out;
	assign out = (sel == 0) ? a : b;
endmodule
module alu_main(a, b, out_add, out_sub, out_lsl, out_lsr, out_cmp, out_xor, out_mux, out_tbd);
	input  wire [7:0] a;
	input  wire [7:0] b;
	output wire [7:0] out_add;
	output wire [7:0] out_sub;
	output wire [7:0] out_lsl;
	output wire [7:0] out_lsr;
	output wire [7:0] out_cmp;
	output wire [7:0] out_xor;
	output wire [7:0] out_mux;
	output wire [7:0] out_tbd;
	add add_1(
			.a   (a),
			.b   (b),
			.out (out_add)
			);
	sub sub_1(
			.a   (a),
			.b   (b),
			.out (out_sub)
			);
	lsl lsl_1(
			.a   (a),
			.b   (b),
			.out (out_lsl)
			);
	lsr lsr_1(
			.a   (a),
			.b   (b),
			.out (out_lsr)
			);
	cmp cmp_1(
			.a   (a),
			.b   (b),
			.out (out_cmp)
			); 
	xor_n#(8) xor_n_1(
			.a   (a),
			.b   (b),
			.out (out_xor)
			); 
	mux2_n#(8) mux_n_1(
			.a   (a),
			.b   (b),
			.sel (sel),
			.out (out_mux)
			);	
endmodule 
module mux8_n(a, b, c,d ,e, f, g, h, sel, out);
	parameter n = 8;
	input  [n-1:0] a;
	input  [n-1:0] b;
	input  [n-1:0] c;
	input  [n-1:0] d;
	input  [n-1:0] e;
	input  [n-1:0] f;
	input  [n-1:0] g;
	input  [n-1:0] h;
	input  [2:0]   sel;
	output [n-1:0] out;
	wire        [7:0] mux_out_1_1;
	wire        [7:0] mux_out_1_2;
	wire        [7:0] mux_out_1_3;
	wire        [7:0] mux_out_1_4;
	wire        [7:0] mux_out_2_1;
	wire        [7:0] mux_out_2_2;
	wire        [7:0] mux_out_3_1;
	mux2_n mux_1_1(
	.a   (a),
	.b   (b),
	.sel (sel[0]),
	.out (mux_out_1_1)
	);
	mux2_n mux_1_2(
	.a   (c),
	.b   (d),
	.sel (sel[0]),
	.out (mux_out_1_2)
	);
	mux2_n mux_1_3(
	.a   (e),
	.b   (f),
	.sel (sel[0]),
	.out (mux_out_1_3)
	);
	mux2_n mux_1_4(
	.a   (g),
	.b   (h),
	.sel (sel[0]),
	.out (mux_out_1_4)
	);
	mux2_n mux_2_1(
	.a   (mux_out_1_1),
	.b   (mux_out_1_2),
	.sel (sel[1]),
	.out (mux_out_2_1)
	);
	mux2_n mux_2_2(
	.a   (mux_out_1_3),
	.b   (mux_out_1_4),
	.sel (sel[1]),
	.out (mux_out_2_2)
	);
	mux2_n mux_3_1(
	.a   (mux_out_2_1),
	.b   (mux_out_2_2),
	.sel (sel[2]),
	.out (out)
	);
endmodule
```
`./run.sh`:
```
#!/bin/bash
# OpenROAD 26Q1-2900-gdf79404cd8, Yosys 0.63+post, stock flow scripts
make -C /OpenROAD-flow-scripts/flow DESIGN_CONFIG=/design/flow/config.mk WORK_HOME=/design/flow/orfs finish
```
==> run summary <==
Yosys warning total -> 10
max-slew violations -> 0
Final Hold Fails -> 0
Synth Seq Share -> 0
relative slew slack -> 0.471
first-pass GRT wire length -> 9450 um
Buf/Inv on CP -> 3
Crit Path Max Fanout -> 20
Maximum Capacitance Violations -> 0
Fin Hold WS -> 4350 ps
Yosys Chip Area -> 1810 sq um
power per standard cell area -> 65.4 nW/um^2
Worst Hold Depth -> 5
startpoint types -> primary input
count of input and output buffers -> 36
P_leak -> 0.846 nW
Placer Congestion -> 0.893
critical path class -> in -> out
most frequent CP cell -> clkdlybuf4s50_1
largest net degree at the start of global routing -> 29
NetSw -> 0.0000724 W
CP Capture Type -> primary output
FILL cells -> 742
Reg area -> 0 sq um
flop count -> 0
antenna diode count -> 0
RSZ-0062 raised after global routing -> false
Sequential Power Share -> 0
min Tclk post-route -> 6610 ps
Sum Neg Setup Slack -> 0 ps
tool warning count -> 40
Total GRT Usage -> 0.101
Internal Pwr Total -> 0.0000724 W
Vias/cell -> 5.41
die area -> 10,800 sq um
worst slew pin tran -> 791 ps
CTS resizes -> 0
most numerous logic cell after layout -> clkdlybuf4s50_1
fmax -> 151 MHz
ys cells -> 236
Cell Type Count -> 54
CP Data Required Time -> 6240 ps
Post-CTS Setup Inserts -> 0
Via Count -> 1,903
worst hold path type -> in -> out
Floorplan Utilization -> 0.265
Max stage delay cell, worst path -> clkdlybuf4s50_1
Post-Syn Area per Cell -> 7.67 sq um
final WL -> 5520 um
CP arrival -> 5050 ps
cts hold-fix bufs -> 0
Core Region -> 6830 sq um
wire per inst -> 15.7 um
worst ir drop on vdd -> 0.0286 mV
grt ovf -> 0
# rows -> 30
Synth Instances -> 236
initial antenna violation count -> 0
Area growth syn-to-layout -> 22.3%
post-DP HPWL -> 4420 um
Sw Ratio -> 0.500
Crit path depth -> 10
initial DRC count -> 160
largest delay contributor family on the critical path -> buffers and inverters
die height -> 104 um
share of layout cells above drive strength 1 -> 0.0781
status -> finished clean
clock network fraction of total power -> 0
combinational share of power -> 1.000
drt pass-1 iters -> 5
CP max stage delay -> 570 ps
number of global-route vias before repair -> 1,868
crit path cell chain -> clkdlybuf4s50_1 -> buf_4 -> mux2_2 -> ha_1 -> a21oi_1 -> o21bai_1 -> a41oi_1 -> and3_1 -> o41ai_1 -> clkdlybuf4s50_1
drt drc -> 0
I/O Pins -> 37
Setup-failing EPs final -> 0
most instantiated logic cells after routing -> clkdlybuf4s50_1, a21oi_1, o21ai_0, inv_1, ha_1
crit share post-route -> 0.847
Clock buffer cells -> 0
Post-Synthesis Cell Area -> 1810 sq um
Die Width -> 104 um
final antenna-violating net count -> 0
-- final timing paths --
check  startpoint  endpoint  slack, ps
min          b[3]    out[0]       4350
max         a_sel    out[6]       1190
-- power groups by stage --
stage / clock [W] / sequential [W] / combinational [W]
4_1_cts: 0 / 0 / 0.000145
6_report: 0 / 0 / 0.000145
5_1_grt: 0 / 0 / 0.000163
-- stage by stage --
stage / power, W / util / area [sq um] / setup slack, ps / std cells
finish: 0.000145 / 0.324 / 2210 / 1190 / 352
detailed placement: 0.000145 / 0.324 / 2210 / 1220 / 352
global placement: 0.000144 / 0.324 / 2210 / 1180 / 352
CTS: 0.000145 / 0.324 / 2210 / 1210 / 352
floorplan: 0.0000945 / - / 1810 / 2480 / 236
global route: 0.000163 / 0.324 / 2210 / 944 / 352
-- cell type report --
class,instances,area (sq um),area share
Inverter,18,67.6,0.0305
Multi-Input combinational cell,199,1640,0.742
Tap cell,96,120,0.0542
Timing Repair Buffer,39,383,0.173
-- metal layers --
layer,part of all wire,vias to the layer above,global-route usage,wire [um]
met4,0.0018,0,0.00398,10
li1,-,959,-,-
met3,0.076,2,0.0257,417
met2,0.43,72,0.152,2370
met5,0,-,0,0
met1,0.49,870,0.150,2730
-- Yosys cell counts (all sizes together) (6+ instances only) --
master	n	area (sq um)
a21oi	19	95.1
o21ai	17	85.1
inv	16	60.1
ha	15	188
mux2i	14	140
nand2	14	52.6
nor2	14	55.1
clkbuf	12	45.0
mux4	12	297
mux2	8	90.1
nand3	8	40.0
buf	7	53.8
nor2b	7	43.8
nor3	7	35.0
o31ai	6	45.0
-- kinds of logic after synthesis --
kind of cell               share of synthesized area
AOI/OAI and AO/OA                              0.294
xor gates and xnor gates                     0.00968
adders and majority gates                      0.126
buffers and inverters                         0.0919
muxes                                          0.291
and+or+nand+nor                                0.188
Power is estimated from default activity; no workload was simulated.
